File: /design/flow/config.mk
export PLATFORM = sky130hd
export DESIGN_NAME = FlexiPacketEngine
export DESIGN_NICKNAME = FlexiPacketEngine
export VERILOG_FILES = /design/flow/design.v
export SDC_FILE = /design/flow/constraint.sdc
export NUM_CORES = 4
export LEC_CHECK = 1
export CORE_UTILIZATION = 30
File: /design/flow/constraint.sdc
current_design FlexiPacketEngine

set clk_period 28.9
set clk_io_pct 0.2

create_clock -name clk0 -period $clk_period [get_ports {clk}]

set non_clock_inputs [all_inputs -no_clocks]
set_input_delay [expr $clk_period * $clk_io_pct] -clock clk0 $non_clock_inputs
set_output_delay [expr $clk_period * $clk_io_pct] -clock clk0 [all_outputs]
File: /design/flow/design.v
module FlexiPacketEngine(
input clk,
input resetn,
input validIn,
input [31:0] dataIn,
input lastIn,
output reg validOut,
output reg [31:0] dataOut,
output reg lastOut
);
localparam IDLE     = 2'b00;  
localparam HEADER   = 2'b01;  
localparam PAYLOAD  = 2'b10;  
localparam FOOTER   = 2'b11;  
localparam max_payload_length = 16'h0064;  
reg [1:0] current_state, next_state;       
reg [15:0] sequence_number;     
reg [6:0] payload_counter;     
reg [6:0] payload_counter1;    
reg [31:0] data_buffer [0:max_payload_length-1];
reg [31:0] header_reg;                  
reg [31:0] footer_reg = 32'hFFFFFFFF;   
always @(posedge clk or negedge resetn) begin  
	if(!resetn) begin                            
		current_state <= IDLE;               
	end else begin
		current_state <= next_state;         
	end
end
always @(*) begin
	next_state = IDLE;
	case (current_state)
		IDLE: begin                                      
			if(validIn && lastIn) begin              
				next_state = HEADER;             
			end else if(validIn && !lastIn) begin    
				next_state = IDLE;
			end
		end
		HEADER: begin                                    
		       next_state = PAYLOAD;                     
		end
		PAYLOAD: begin                                   
			if(payload_counter != 0) begin           
				next_state = PAYLOAD;            
			end else begin
				next_state = FOOTER;             
			end
		end
		FOOTER: begin
			next_state = IDLE;                       
		end
		default: next_state = IDLE;                      
	endcase
end
always @(posedge clk or negedge resetn) begin
	if(!resetn) begin                                        
		validOut <= 1'b0;                                
		dataOut <= 32'h00000000;                         
		lastOut <= 1'b0;                                 
		payload_counter <= 7'b0000000;                     
		payload_counter1 <= 7'b0000000;                    
		header_reg <= 32'h00000000;                      
		footer_reg <= 32'hFFFFFFFF;                      
		sequence_number <= 16'h0001;
	end else begin
		case (current_state)                             
			IDLE:begin                               
				payload_counter <= 7'b0000001;     
				payload_counter1 <= 7'b0000001;	 
				validOut <= 1'b0;                
				dataOut <= 32'h00000000;         
				lastOut <= 1'b0;                 
				if (validIn && !lastIn) begin                        
				        payload_counter <= payload_counter + 1;      
					data_buffer[payload_counter] <= dataIn;      
				end                                                  
				else if (validIn && lastIn) begin                    
					payload_counter <= payload_counter + 1;      
                                        data_buffer[payload_counter] <= dataIn;      
				end
				header_reg <= {sequence_number, {9'b0, payload_counter}};
			end
			HEADER: begin                                            
				dataOut <= header_reg;
				validOut <= 1'b1;                                
				lastOut <= 1'b0;                                 
			end
			PAYLOAD: begin                                                      
				if (payload_counter != 7'b0) begin                      
					if(payload_counter1<payload_counter) begin          
						validOut <= 1'b1;                           
						dataOut <= data_buffer[payload_counter1];   
						lastOut <= lastIn;
						payload_counter1 <= payload_counter1 + 7'b0000001;
					end
					else if (payload_counter1==payload_counter) begin   
						payload_counter <= 0;                       
						payload_counter1 <= 0;   		    
					end
				end
			end
			FOOTER: begin                                              
				validOut <= 1'b1;                                  
				dataOut <= footer_reg;                             
				lastOut <= 1'b1;                                   
				sequence_number <= sequence_number + 16'h0001;
			end
			default: begin
				validOut <= 1'b0;                                  
				dataOut <= 32'h00000000;                           
				lastOut <= 1'b0;                                   
			end
		endcase
	end
end
endmodule
File: /design/flow/run.sh
#!/bin/bash
# OpenROAD 26Q1-2900-gdf79404cd8, Yosys 0.63+post, stock flow scripts
make -C /OpenROAD-flow-scripts/flow DESIGN_CONFIG=/design/flow/config.mk WORK_HOME=/design/flow/orfs finish
==> impl_metrics.tcl <==
# yosys + openroad results
set metrics [dict create \
    placed_cell_area_mm2 0.132 \
    rows 232 \
    wire_per_inst_um 56.2 \
    final_core_util_pct 36.0 \
    final_cells 13100 \
    insertion_delay_ns 1.02 \
    cts_tree "done" \
    hold_path.class "reg -> reg" \
    fill_cells 36400 \
    most_common_cell "edfxtp_1" \
    cts_htree_levels 5 \
    hpwl_um 468000 \
    grt.total_usage_pct 38.6 \
    routed_wl_um 736000 \
    drtIter0Drc 9683 \
    antenna_found_initial 104 \
    setup_viol 0 \
    period_minus_slack_ns 8.98 \
    synth-edff-count 3200 \
    criticalPathCategory "in -> reg" \
    grt_max_degree 101 \
    yosys-top-cells-area "edfxtp_1, a22oi_1, dfrtp_1" \
    common_cells "edfxtp_1, a22oi_1, nand2_1" \
    fp.coreArea_mm2 0.399 \
    ys_seq_share_pct 81.8 \
    final_max_slew_viol_count 0 \
    worst_pin_slew_ns 1.43 \
    dieHeight_um 635 \
    clock_skew_ns 0.0883 \
    crit_chain "clkdlybuf4s50_1 -> and3_1 -> and2_1 -> nand2_1 -> buf_4 -> nor2_4 -> buf_4" \
    drt-pass1-iter-count 8 \
    endpoint_kind "register" \
    hold_violations 0 \
    leakagePower_nw 45.6 \
    ant_nets 0 \
    clockRootBuffer "clkbuf_16" \
    crit_buf_inv 3 \
    place.gp.congestion 1.08 \
    port_buffers 69 \
    synth_flops 3291 \
    finalSetupTns_ns 0 \
    dp.cells 12300 \
    yosysWarningCount 2 \
    slowest_stage "buf_4" \
    critical-path-max-stage-delay_ns 0.84 \
    status "completed" \
    worstPathMaxFanout 22 \
    synth-main-ff-cell "edfxtp_1" \
    die_x_um 635 \
    pwr_density_cell_mw_per_mm2 69.1 \
    cts_buffers 353 \
    clkTransAtPathRegs_ns 0.06 \
    async_reset_ff_share_pct 2.77 \
    top_area_cell "edfxtp_1" \
    vdd_drop_max_v 0.0000567 \
    gr-total-overflow 0 \
    drive_gt1_share_pct 18.7 \
    vias 84900 \
    crit_arrival_ns 9.54 \
    clk_path_buf_depth 4 \
    fmax_ghz 0.111 \
    syn_avg_cell_area_um2 17.8 \
    drcViolationCount 0 \
    setup_ws_ns 19.92 \
    area_growth_pct 19.6 \
    ioPinCount 70 \
    dp_slack_ns 19.23 \
    die_area_mm2 0.403 \
    postCtsSetupBuffers 0 \
    ys_area_mm2 0.120 \
    seqCellArea_mm2 0.0984 \
    max_cap_viol_count 0 \
    grt_pass1_wl_um 920000 \
    max_slew_margin_pct 4.47 \
    period_used_pct 31.1 \
    required_ns 29.47 \
    synth_cell_types 80 \
    design_area_mm2 0.144 \
    cp-start-kind "input pin" \
    cpMostUsedCell "buf_4" \
    via_per_inst 6.48 \
    largest_reg_flops 3200 \
    comb_area_mm2 0.0217 \
    synth_area_mm2 0.120 \
    ys_cells 6749 \
    synth_top_area_share_pct 79.9 \
    cts.hold.buffers_added 0 \
    clkSinkCount 3291 \
    fp_util_pct 30.1 \
    netlist_instances 6749 \
    warning_count 37 \
    crit_family "buffers and inverters" \
    post_cts_resized 0 \
    rsz0062_at_grt "no" \
    grt_pass1_vias 85000 \
]
## layer usage
metal	track usage, %	share of wire, %	vias up	wire, µm
li1	-	-	29600	-
met1	33.5	27	41500	197000
met2	47.8	40	10700	291000
met3	41.1	23	2807	171000
met4	26.8	8.7	306	64000
met5	27.8	1.8	-	12900
## report_power, final
group,internal [mW],switching [mW]
Clock,2.58,2.00
Combinational,0.00821,0.115
Sequential,5.23,0
## final cells by class
class,count,area share (%)
multi-input combinational,3054,15.1
sequential,3291,68.4
timing repair buffer,684,3.68
tap,5265,4.58
antenna,148,0.258
clock inverter,219,1.48
inverter,14,0.0365
clock buffer,429,6.44
## logic make-up (layout without fill, tap and decap cells)
kind of cell | Yosys count | after routing | share of synthesized area, %
and+or+nand+nor | 1213 | 1213 | 5.03
buffers and inverters | 404 | 1346 | 1.40
other | 0 | 148 | 0
muxes | 69 | 69 | 0.611
AOI/OAI and AO/OA | 1735 | 1735 | 10.8
DFF | 3291 | 3291 | 81.8
adders and majority gates | 16 | 16 | 0.167
xor gates and xnor gates | 21 | 21 | 0.153
## per-stage QoR
step / hold slack [ns] / power, mW
finish: 0.460 / 9.93
global route: 0.501 / 10.1
CTS: 0.463 / 9.91
detailed placement: 0.443 / 5.45
global placement: 0.458 / 5.45
floorplan: 0.426 / 5.33
## path summary, 6_finish.rpt
check                                                 from                              end  slack [ns]  depth (start not counted)
max                                                validIn    data_buffer[12][27]$_DFFE_PP_       19.92                          7
min                           data_buffer[0][30]$_DFFE_PP_          dataOut[30]$_DFFE_PN0P_        0.46                          1
max reg2reg                payload_counter1[2]$_DFFE_PN0P_          dataOut[13]$_DFFE_PN0P_       22.14                         14
min reg2reg                   data_buffer[0][30]$_DFFE_PP_          dataOut[30]$_DFFE_PN0P_        0.46                          1
max in group asynchronous                           resetn  payload_counter1[4]$_DFFE_PN0P_       22.82                          3
min in group asynchronous                           resetn       header_reg[18]$_DFFE_PN0P_        4.71                          1
## cell usage in the layout, fill, tap and decap left out, types with 21 or more instances in the layout
cell type / instances
a22o_1: 60
clkbuf_16: 358
clkinv_2: 70
bufinv_16: 32
a22oi_1: 1387
dfrtp_1: 84
clkdlybuf4s50_1: 36
diode_2: 148
mux2_2: 35
buf_4: 616
clkbuf_1: 67
nand3_1: 73
clkinv_1: 80
nand2_1: 336
o21ai_0: 44
nor2_1: 91
mux2i_1: 34
and3_1: 24
a221oi_1: 70
edfxtp_1: 3200
nor3_1: 72
buf_2: 21
nand4_1: 222
a21oi_1: 67
nor4_1: 71
nor2_4: 183
Power and IR drop assume default switching activity.
